==> design.v <==
module HW2_divider(Clk, St, Divisor, Dividend, Quotient, Remainder, Overflow, Done );
	input Clk, St;
	input [15:0] Divisor;
	input [15:0] Dividend;
	output [15:0] Quotient;
	output [15:0] Remainder;
	output  Overflow;
	output reg Done;
	parameter Z = 0;
	reg [15:0] divisor;
	reg [15:0] dividend;
	reg [2:0] State;
	reg [3:0] count;
	reg [15:0] ACC;
	wire B;
	wire [15:0] Sum;
	wire K;
	wire o;
	assign K = (count==15)?1:0;
	assign Sum = ACC+~Divisor+1'b1;
	assign B = Sum[15];
	assign Overflow = (Divisor == Z) ? 1'b1 : 1'b0;
	assign Quotient = dividend;
	assign Remainder = ACC;
	initial begin
		State=0;
		Done=0;
		count = 0;
	end	
	always @(posedge Clk)
	begin
		case(State)
			0:
				begin
					if(St==1'b1)	
						begin
							dividend<=Dividend;
							divisor<=Divisor;
							ACC<=0;
							State<=1;
							Done<=0;
						end
				end
			1:
				begin
					if(Overflow)
						State<=0;
					else
					begin
						State<=2;
						ACC<={ACC[14:0], dividend[15]};
						dividend<={dividend[14:0], 1'b0};
						count<=count+1;
					end
				end
			2:
				begin
					if(B && ~K)
						begin
							ACC<={ACC[14:0], dividend[15]};
							dividend<={dividend[14:0], 1'b0};
							count<=count+1;
							State<=2;
						end
					else if(~B)
						begin			
							ACC<=Sum;
							dividend[0] = 1'b1;
							State<=2;
						end
					else if(K && B)
						begin
							ACC<={ACC[14:0], dividend[15]};
							dividend<={dividend[14:0], 1'b0};
							count<=count+1;
							State<=3;
						end
				end
			3:
				begin
					if(~B)
						begin			
							ACC<=Sum;
							dividend[0] = 1'b1;
							State<=3;
						end
					else
						begin
							Done<=1;
							State<=0;
						end
				end
		endcase
	end
endmodule
==> run.sh <==
#!/bin/bash
# OpenROAD 26Q1-2900-gdf79404cd8, Yosys 0.63+post, stock flow scripts
make -C /OpenROAD-flow-scripts/flow DESIGN_CONFIG=/design/flow/config.mk WORK_HOME=/design/flow/orfs finish
==> config.mk <==
export PLATFORM = sky130hd
export DESIGN_NAME = HW2_divider
export DESIGN_NICKNAME = HW2_divider
export VERILOG_FILES = /design/flow/design.v
export SDC_FILE = /design/flow/constraint.sdc
export NUM_CORES = 4
export LEC_CHECK = 1
export CORE_UTILIZATION = 50
==> constraint.sdc <==
current_design HW2_divider

set clk_period 20.7
set clk_io_pct 0.2

create_clock -name clk0 -period $clk_period [get_ports {Clk}]

set non_clock_inputs [all_inputs -no_clocks]
set_input_delay [expr $clk_period * $clk_io_pct] -clock clk0 $non_clock_inputs
set_output_delay [expr $clk_period * $clk_io_pct] -clock clk0 [all_outputs]
==> impl_metrics.tcl <==
# collected from the flow reports
set metrics [dict create \
    core_sq_um 5642 \
    path_clk_slew_ns 0.07 \
    ys_sh_xor 0.05572 \
    fmax_ghz 0.09938 \
    numCtsBuffers 5 \
    place_hpwl_mm 4.917 \
    synthArstFlopShare 0 \
    synth_chip_area_sq_um 2987 \
    cp_slowest_cell "clkdlybuf4s50_1" \
    yosysWarnings 1 \
    cts_resized 0 \
    grt_usage 0.2326 \
    ios 68 \
    grt_max_degree 21 \
    path_buffers 3 \
    cp_data_required_time_ns 16.56 \
    top_cell "edfxtp_1" \
    drive_above_1_share 0.1370 \
    ff_type "edfxtp_1" \
    max-vdd-ir-drop_uv 105.6 \
    setup_ws_ns 10.64 \
    yosysUniqueCellTypes 61 \
    rrSetupSlack_ns 17.24 \
    syn_area_sq_um 2987 \
    swShare 0.4074 \
    p_seq_frac 0.295 \
    drt-wirelength-per-cell_um 15.89 \
    power.switching_uw 273.0 \
    finalClockSkew_ns 0.009818 \
    grt_first_pass_wirelength_mm 10.80 \
    cpPeakStageDelay_ns 0.48 \
    synth.logic.top_family "AND-OR/OR-AND gates" \
    edf_count 39 \
    cts_tree "done" \
    p_clk_frac 0.073 \
    top_area_frac 0.3921 \
    antenna_found_initial 0 \
    ys_sh_adder 0.09887 \
    end_kind "output pin" \
    drt_first_iter_violations 149 \
    yosys.area.top_type "edfxtp_1" \
    dieArea_sq_um 6286 \
    status "finished clean" \
    avgSynthCellArea_sq_um 10.74 \
    ys_seq_frac 0.3921 \
    dp_slack_ns 10.68 \
    viasPerCell 5.684 \
    topCellsByArea "edfxtp_1 39%, ha_1 9.2%, mux2_2 6.0%" \
    cts_hold_buf 0 \
    ys_seq_elements 39 \
    period_used_share 0.4861 \
    hold_violations 0 \
    area_delta_synth_final_pct 25.56 \
    chipWidth_um 79.29 \
    path_class "in2out" \
    cts.htree.levels 2 \
    cts.sinks 39 \
    warnings 31 \
    layout_min_cycle_time_ns 10.06 \
    cp-start-kind "input port" \
    critPathMostFrequentCell "clkdlybuf4s50_1" \
    maxCapViolCount 0 \
    drc 0 \
    p_per_area_nw_per_um2 178.7 \
    tightest_slew_ns 0.8162 \
    ys_cells 278 \
    worstPathArrival_ns 5.92 \
    grt_pass1_vias 2232 \
    place.gp.congestion 0.8736 \
    hold_path_class "reg2reg" \
    cts.path.max_buffers 2 \
    num_vias 2359 \
    p_int_uw 397.0 \
    cts_setup_buffers 0 \
    common_cells "39 x edfxtp_1, 29 x inv_1, 22 x ha_1" \
    dr.pass1.iters 4 \
    ys_sh_mux 0.07876 \
    rows 27 \
    fp-utilization 0.5294 \
    io_buffers 67 \
    cts-root-buf "clkbuf_8" \
    syn_inst 278 \
    crit_path_cell_trace "clkdlybuf4s50_1 > nor4_1 > nand4_1 > inv_1 > clkdlybuf4s50_1" \
    wl_mm 6.594 \
    path_delay_family "buffers and inverters" \
    gr-total-overflow 0 \
    timing.slew.headroom 0.4559 \
    final.setup.tns_ns 0 \
    drtAntennaViolNets 0 \
    rsz0062_at_grt "no" \
    ys_sh_simple 0.1240 \
    fp.dieH_um 79.29 \
    share_comb_of_total_power 0.632 \
    slew_violations 0 \
    critPathMaxFanout 3 \
    insertion_delay_ns 0.29 \
    static-leakage-power_uw 0.001463 \
    diodes 0 \
    setup_viol 0 \
    ys_sh_aoi 0.1810 \
]
==> worst reg2reg max path, stage by stage (launching register included) <==
cell      delay [ns]
edfxtp_1        0.48
ha_1            0.46
a21oi_2         0.22
o211ai_2        0.13
a221oi_4        0.38
nand2_4         0.15
xnor2_2         0.29
a22o_1          0.33
nor3_2          0.44
buf_4           0.28
==> flip-flops by register name, indices dropped and copies added (netlist names) <==
name,count
ACC,16
Done,1
State,2
count,4
dividend,16
==> stage by stage <==
step / total power, uW / cell area [sq um] / hold WS (ns) / utilization / instances
finish: 669.9 / 3750 / 0.5658 / 0.6647 / 415
global route: 726.3 / 3750 / 0.6027 / 0.6647 / 415
CTS: 672.3 / 3750 / 0.5756 / 0.6647 / 415
detailed placement: 621.0 / 3669 / 0.5592 / 0.6503 / 407
global placement: 619.1 / 3669 / 0.5517 / 0.6503 / 407
floorplan: 488.4 / 2987 / 0.5232 / - / 278
==> worst paths after layout <==
check / end / from / cells past startpoint
max: Overflow / Divisor[1] / 5
min: count[1]$_DFFE_PP_ / count[1]$_DFFE_PP_ / 1
max reg2reg: dividend[5]$_DFFE_PP_ / ACC[10]$_DFFE_PP_ / 9
min reg2reg: count[1]$_DFFE_PP_ / count[1]$_DFFE_PP_ / 1
==> layout by cell type, fill, tap and decap left out, drive strengths merged, types with 2 or more instances in the layout <==
| cell type | synthesis | final |
|---|---|---|
| o211ai | 3 | 3 |
| nor4 | 4 | 4 |
| clkbuf | 9 | 7 |
| a221oi | 3 | 3 |
| ha | 22 | 22 |
| o21a | 2 | 2 |
| nor2b | 3 | 3 |
| o21ai | 13 | 13 |
| mux2i | 4 | 4 |
| o22ai | 3 | 3 |
| inv | 29 | 29 |
| a22oi | 7 | 7 |
| xnor2 | 10 | 10 |
| nand2 | 11 | 11 |
| a21oi | 18 | 18 |
| o22a | 2 | 2 |
| clkdlybuf4s50 | 0 | 67 |
| nor3 | 4 | 4 |
| mux2 | 17 | 17 |
| xor2 | 6 | 6 |
| nand2b | 3 | 3 |
| nor2 | 15 | 15 |
| edfxtp | 39 | 39 |
| buf | 2 | 2 |
| a22o | 5 | 5 |
| nand3 | 14 | 14 |
| nand4 | 4 | 4 |
| a21o | 3 | 3 |
| a31oi | 7 | 7 |
==> cell type report <==
cell class                 instances  area (sq um)
sequential                        39          1171
fill                             459          1892
tap                               72         90.09
clock buffer                       7         76.32
inverter                          29         108.9
multi-input combinational        198          1613
timing repair buffer              69         685.7
clock inverter                     1         5.005
==> kinds of logic after synthesis <==
family,Yosys count
AOI/OAI and AO/OA,73
buffers and inverters,41
and+or+nand+nor,65
adders and majority gates,23
DFF,39
xor gates and xnor gates,16
muxes,21
==> routing by layer <==
| metal | part of all wire | routed length [um] | track usage | up-vias |
|---|---|---|---|---|
| met4 | 0.0056 | 37 | 0.01636 | 0 |
| met3 | 0.070 | 460 | 0.07351 | 7 |
| met1 | 0.48 | 3159 | 0.3752 | 1112 |
| met2 | 0.45 | 2936 | 0.3388 | 76 |
| li1 | - | - | - | 1164 |
| met5 | 0 | 0 | 0 | - |
==> power groups by stage <==
stage / Clock (uW) / Sequential [uW] / Combinational [uW]
CTS: 50.2 / 198 / 424
global route: 52.9 / 204 / 469
finish: 49.0 / 198 / 423
Power and IR drop assume default switching activity.
