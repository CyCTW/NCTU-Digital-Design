`./design.v`:
```
module HW2_Scoreboard_modified(clk, rst, inc, dec, seg7disp1, seg7disp0);
	input clk;
	input rst;
	input inc;
	input dec;
	output [6:0] seg7disp1;
	output [6:0] seg7disp0;
	reg state;  
	reg [3:0] BCD1;
	reg [3:0] BCD0;
	reg [2:0] rstcnt;
	reg [6:0] seg7Rom [0:9];
	initial begin
	BCD1 = 4'b0000;
	BCD0 = 4'b0000;
	rstcnt = 0;
	state = 0;
	seg7Rom[0] = 7'b0111111;
	seg7Rom[1] = 7'b0000110;
	seg7Rom[2] = 7'b1011011;
	seg7Rom[3] = 7'b1001111;
	seg7Rom[4] = 7'b1100110;
	seg7Rom[5] = 7'b1101101;
	seg7Rom[6] = 7'b1111100;
	seg7Rom[7] = 7'b0000111;
	seg7Rom[8] = 7'b1111111;
	seg7Rom[9] = 7'b1100111;
	end
	always @(posedge clk)
	begin
	case (state)
	0:
	begin
		BCD1 <= 4'b0000;
		BCD0 <= 4'b0000;
		rstcnt <= 0;
		state <= 1;
	end
	1:
	begin
	if(rst == 1'b1)
	begin
	if(rstcnt == 4)
		begin
			state <=0;
		end
	else
		begin
		rstcnt <= rstcnt + 1;
		end
	end
	else if (inc == 1'b1 && dec == 1'b0)  
		begin
		rstcnt <= 0;
		if (BCD0 < 4'b1001)
			begin
			BCD0 <= BCD0 + 1;
			end
		else if (BCD1 < 4'b1001)  
			begin
			BCD1 <= BCD1 + 1;
			BCD0 <= 4'b0000;
			end
		end
	else if (dec == 1'b1 && inc == 1'b0)  
		begin
		rstcnt <= 0;
		if (BCD0 > 4'b0000)
			begin
			BCD0 <= BCD0 - 1;
			end
		else if (BCD1 > 4'b0000)  
			begin
			BCD1 <= BCD1 - 1;
			BCD0 <= 4'b1001;
			end
		end
	else if (dec == 1'b1 && inc == 1'b1)  
		begin
		rstcnt <= 0;
		end
	end
	endcase
	end
assign seg7disp0 = seg7Rom[BCD0];
assign seg7disp1 = seg7Rom[BCD1];
endmodule
```
`./config.mk`:
```
export PLATFORM = sky130hd
export DESIGN_NAME = HW2_Scoreboard_modified
export DESIGN_NICKNAME = HW2_Scoreboard_modified
export VERILOG_FILES = /design/flow/design.v
export SDC_FILE = /design/flow/constraint.sdc
export NUM_CORES = 4
export LEC_CHECK = 1
export CORE_AREA = 10 10 102 102
export DIE_AREA = 0 0 112 112
```
`./constraint.sdc`:
```
current_design HW2_Scoreboard_modified

set clk_period 4.0
set clk_io_pct 0.2

create_clock -name clk0 -period $clk_period [get_ports {clk}]

set non_clock_inputs [all_inputs -no_clocks]
set_input_delay [expr $clk_period * $clk_io_pct] -clock clk0 $non_clock_inputs
set_output_delay [expr $clk_period * $clk_io_pct] -clock clk0 [all_outputs]
```
`./run.sh`:
```
#!/bin/bash
# OpenROAD 26Q1-2900-gdf79404cd8, Yosys 0.63+post, stock flow scripts
make -C /OpenROAD-flow-scripts/flow DESIGN_CONFIG=/design/flow/config.mk WORK_HOME=/design/flow/orfs finish
```
==> impl_metrics.tcl <==
# metrics dict for downstream scripts
set metrics [dict create \
    outcome "completed" \
    first_pass_iters 4 \
    drt_iter0_drc 59 \
    fin_tns_setup_ns 0 \
    pwr_density_cell_nw_per_um2 385 \
    netlist_instances 136 \
    hold_path_class "flip-flop to flip-flop" \
    drv_slew 0 \
    antenna_found_initial 0 \
    cp-end-kind "primary output" \
    worstSkewPairLatency_ns 0.24 \
    cts_made_buffers 3 \
    post-cts-setup-buffers 0 \
    final_layout_size_suffix_gt1_frac 0.0600 \
    cts_root_buf "clkbuf_8" \
    yosysSeqAreaShare 0.293 \
    top_cells_by_area "edfxtp_1 (28%), ha_1 (20%), nor2_1 (4.7%), buf_6 (3.8%), nand2_1 (3.5%)" \
    overflow 0 \
    internal_power_uw 376 \
    first_global_vias 970 \
    ys_area_sq_um 1200 \
    drc 0 \
    die_w_microns 112 \
    vias 982 \
    hold_viol 0 \
    cts_resized 0 \
    vdd_drop_max_mv 0.208 \
    area_growth_pct 24.3 \
    top_area_cell "edfxtp_1" \
    ys_types 42 \
    top_cell_area_share 0.276 \
    initCoreUtil 0.146 \
    final_antenna_net_count 0 \
    antennaDiodeCount 0 \
    start_kind "flip-flop" \
    finalClockPeriodUsage 0.790 \
    cts_hold_buf 0 \
    clock_skew_ns 0.00837 \
    fin_cells 255 \
    io_buffers 17 \
    maxCapViolCount 0 \
    leakagePower_uw 0.000574 \
    path_class "flip-flop to primary output" \
    switchingPower_uw 197 \
    ys_dominant_reg_cell "edfxtp_1" \
    crit_required_ns 3.20 \
    p_sw_frac 0.344 \
    avgSynthCellArea_sq_um 8.80 \
    relSlewSlack 0.425 \
    dieArea_sq_um 12500 \
    dp_hpwl_microns 1980 \
    pin_count 18 \
    seqPwrFrac 0.404 \
    ys_seq_elements 12 \
    period_minus_slack_ns 3.16 \
    cts_tree "yes" \
    pwr-share-clk 0.196 \
    edf_count 11 \
    worstMarginPinSlew_ns 0.855 \
    cp_max_fo 8 \
    synth-cells-yosys 136 \
    tool_warnings 38 \
    std_cell_rows 33 \
    clk_path_buf_depth 2 \
    htree_levels 1 \
    clk_pin_slew_ns 0.05 \
    synth_area_sq_um 1200 \
    numClockSinks 12 \
    core_area_sq_um 8220 \
    finalSetupViolations 0 \
    fp.dieH_microns 112 \
    wl_per_cell_microns 9.93 \
    yosysWarnings 1 \
    gp_congestion 0.844 \
    worstPathArrival_ns 2.36 \
    grt_max_degree 15 \
    ys_async_sr_fraction 0 \
    grt_use_total 0.0412 \
    grt_first_pass_wirelength_microns 4570 \
    combPwrFrac 0.400 \
    vias_per_cell 3.85 \
    clock.fmax_mhz 317 \
    dp.cells 251 \
    grt_setup_unrepaired "false" \
    wl_microns 2530 \
]
[cell families (layout without fill, tap and decap cells)]
family,after synthesis,in the layout,synth area share
simple gates,53,53,0.226
compound gates,29,29,0.160
fa+ha+maj,19,19,0.199
buf+inv,18,32,0.0858
flops,12,12,0.293
xor+xnor,5,5,0.0366
[flip-flops by register name, indices dropped and copies added (netlist names)]
| name | count |
|---|---|
| BCD1 | 4 |
| state | 1 |
| BCD0 | 4 |
| rstcnt | 3 |
[power by group through the flow]
stage	Clock, uW	Sequential, uW	Combinational (uW)
after CTS	116	229	232
after global routing	124	239	265
final	112	231	229
[cell usage after synthesis, types with 2 or more instances]
library cell,count
a211oi_1,2
xnor2_1,3
clkbuf_1,3
nor3_1,4
nor2_1,15
nand3_1,3
o21a_1,2
inv_1,8
a22oi_1,2
nand2b_1,4
nor2b_1,3
buf_6,4
o211ai_1,2
ha_1,19
o21ai_0,7
xor2_1,2
edfxtp_1,11
a21oi_1,8
nand2_1,11
[cells in the final DEF, fill, tap and decap left out, types with 2 or more instances in the layout]
cell type	Yosys	final
clkbuf_8	0	3
nor2b_1	3	3
o21ai_0	7	7
ha_1	19	19
o21a_1	2	2
o211ai_1	2	2
xnor2_1	3	3
nand2b_1	4	4
inv_1	8	8
a211oi_1	2	2
nor2_1	15	15
nand3_1	3	3
a21oi_1	8	8
xor2_1	2	2
clkdlybuf4s50_1	0	17
nor3_1	4	4
nand2_1	11	11
a22oi_1	2	2
edfxtp_1	11	11
[critical path, stage by stage (launching register included)]
cell,delay [ns]
edfxtp_1,0.52
inv_1,0.18
ha_1,0.27
nor2b_1,0.45
nor3_1,0.09
a21oi_1,0.14
clkdlybuf4s50_1,0.48
[final timing paths]
check | from | end | slack, ns | depth (start not counted)
setup reg to reg | BCD0[1]$_SDFFCE_PN0P_ | BCD1[3]$_SDFFCE_PN0P_ | 1.37 | 6
hold / removal | rstcnt[2]$_SDFFCE_PN0P_ | state$_DFF_P_ | 0.52 | 1
setup / recovery | BCD0[1]$_SDFFCE_PN0P_ | seg7disp0[4] | 0.84 | 6
hold reg to reg | rstcnt[2]$_SDFFCE_PN0P_ | state$_DFF_P_ | 0.52 | 1
[final cells by class]
| type | instances | area [sq um] |
|---|---|---|
| Multi-Input combinational cell | 106 | 743 |
| Clock buffer | 4 | 45.0 |
| Inverter | 11 | 46.3 |
| Tap cell | 105 | 131 |
| Timing Repair Buffer | 17 | 170 |
| Sequential cell | 12 | 350 |
| Fill cell | 913 | 6730 |
[per-stage QoR]
stage	power [uW]	area (sq um)	utilization	hold slack (ns)	setup slack, ns
CTS	578	1490	0.181	0.523	0.819
global placement	461	1440	0.175	0.518	0.797
detailed placement	462	1440	0.175	0.515	0.776
finish	572	1490	0.181	0.524	0.842
global route	628	1490	0.181	0.566	0.637
floorplan	382	1200	-	0.480	1.55
[layer usage]
metal | GRT usage | share of wire | up-vias
li1 | - | - | 508
met1 | 0.0610 | 0.53 | 452
met2 | 0.0606 | 0.41 | 20
met3 | 0.0119 | 0.055 | 2
met4 | 0.00169 | 0.0036 | 0
met5 | 0 | 0 | -
Power is estimated from default activity; no workload was simulated.
