===== flow/run.sh =====
#!/bin/bash
# OpenROAD 26Q1-2900-gdf79404cd8, Yosys 0.63+post, stock flow scripts
make -C /OpenROAD-flow-scripts/flow DESIGN_CONFIG=/design/flow/config.mk WORK_HOME=/design/flow/orfs finish

===== flow/config.mk =====
export PLATFORM = sky130hd
export DESIGN_NAME = HW3_FPMUL_SP
export DESIGN_NICKNAME = HW3_FPMUL_SP
export VERILOG_FILES = /design/flow/design.v
export SDC_FILE = /design/flow/constraint.sdc
export NUM_CORES = 4
export LEC_CHECK = 1
export CORE_UTILIZATION = 30

===== flow/constraint.sdc =====
current_design HW3_FPMUL_SP

set clk_period 14.6
set clk_io_pct 0.2

create_clock -name clk0 -period $clk_period [get_ports {Clk}]

set non_clock_inputs [all_inputs -no_clocks]
set_input_delay [expr $clk_period * $clk_io_pct] -clock clk0 $non_clock_inputs
set_output_delay [expr $clk_period * $clk_io_pct] -clock clk0 [all_outputs]

===== flow/design.v =====
module HW3_FPMUL_SP(Clk, St, FPmplier, FPmcand, Done, Ovf, Unf, FPproduct);
	input Clk, St;
	input [31:0] FPmcand;
	input [31:0] FPmplier;
	output reg Done, Ovf, Unf;
	output reg [31:0] FPproduct;
	reg Smcand, Smplier;
	reg [9:0] Emcand ;
	reg [9:0] Emplier;
	reg [9:0] Etotal;
	reg [23:0] Fmcand, Fmplier;
	reg [47:0] Fproduct;
	reg Load;
	reg [2:0] State, Nextstate;
	parameter Exponent = 9'b110000001;
	parameter E = 7'b1111111;
	wire [9:0] Ecomp;
	assign Ecomp = (~Etotal)+1'b1;
	initial begin
		State = 0;
		Nextstate = 0;
		Emcand = 0;
		Emplier = 0;
		Ovf = 0;
		Unf = 0;
		FPproduct = 0;
		Fproduct = 0;
	end
	always @(posedge Clk) begin
		case(State)
			0:begin
				if(St==1'b1)begin
					Done<=0;
					FPproduct <= 0;
					Emcand <= {2'b00, FPmcand[30:23]}+Exponent;
					Emplier <= {2'b00, FPmplier[30:23]}+Exponent;
					Fmcand <= {1'b1, FPmcand[22:0]};
					Fmplier<= {1'b1, FPmplier[22:0]};
					Fproduct<=0;Etotal<=0;
					Load <= 1'b1;
					Ovf <=0;Unf <=0;
					State <= 1;
				end
			end
			1:begin
				Fproduct = Fmcand*Fmplier;
				Etotal = Emcand + Emplier;
				State <= 2;
			end
			2:begin
				if(Fproduct[47]==1'b1) begin
					Fproduct>>=1;
					Etotal+=1;
				end
				State <= 3;				
			end
			3:begin
				if(Etotal[9]==1'b0)begin
					if(Etotal>E)begin
						Ovf = 1'b1;
					end
				end
				else if(Etotal[9]==1'b1)begin
					if(Ecomp>126)begin
						Unf = 1'b1;
					end	
				end
				Done<=1'b1;
				State<=4;
			end
			4:begin
				FPproduct[31] <= FPmplier[31]^FPmcand[31];
				FPproduct[30:23] <= Etotal+127;
				FPproduct[22:0] <= Fproduct[45:23];
				State<=0;
			end
			default:
				State <= 0;
		endcase
	end
endmodule

==> impl_metrics.py <==
# Physical implementation metrics
metrics = {
    "timing": {
        "fin_crit_sh": 0.515,
        "rsz0062_at_grt": "false",
        "fin_skew_ns": 0.0184,
        "worst_slack_ns": 7.08,
        "finalSetupTns_ns": 0,
        "fin_crit_ns": 7.52,
        "hold_violations": 0,
        "final-setup-viol-count": 0,
        "worst_slew_pin_slew_ns": 0.702,
        "maxSlewViolCount": 0,
        "max_freq_ghz": 0.133,
        "maxSlewHeadroom": 0.532,
    },
    "placed_design": {
        "gp_congestion": 0.929,
        "detailed_place_hpwl_mm": 45.6,
        "post-place-ws_ns": 7.08,
        "dp.cells": 3530,
        "placed_area_mm2": 0.0262,
        "port_buffers": 100,
    },
    "critical_path": {
        "critPathTopFamily": "adder cells",
        "cp.depth": 27,
        "ff2ff_setup_slack_ns": 7.08,
        "cp_data_arrival_time_ns": 7.73,
        "crit_buf_inv": 8,
        "path_max_fanout": 17,
        "crit_path_start_kind": "register",
        "reg2reg_depth": 27,
        "r2r_end": "Fproduct[47]",
        "critical_path_class": "reg -> reg",
        "slowest_delay_ns": 0.53,
        "cp_common_cell": "fa_1",
        "critical_path_required_ns": 14.81,
        "worst_setup_path_end_kind": "register",
        "worst_path_max_delay_cell": "fa_1",
        "r2r-start": "Fmplier[8]",
    },
    "synthesis": {
        "numSynthFlops": 139,
        "synthesis.area_mm2": 0.0239,
        "synthCells": 2438,
        "yosysCellCount": 2438,
        "synthArstFlopShare": 0,
        "yosys.cell_types.count": 66,
        "postSynthSeqShare": 0.175,
        "synth.avg_cell_area_um2": 9.80,
        "ys_chip_area_mm2": 0.0239,
        "synthFlopType": "edfxtp_1",
        "ys_warn_count": 1,
        "edf_count": 139,
    },
    "global_routing": {
        "grt_max_degree": 38,
        "grt.total_usage": 0.163,
        "antenna_found_initial": 0,
        "grt_pass1_vias": 17200,
        "grt_pass1_wl_mm": 96.1,
        "grt.overflow.total": 0,
    },
    "clocking": {
        "clkLatencyLatePin_ns": 0.48,
        "cts_setup_buffers": 0,
        "cts_max_level": 4,
        "cts_buffers": 17,
        "cts_root_buf": "clkbuf_16",
        "cts_buffer_depth": 2,
        "cts_resized": 0,
        "cts_sinks": 139,
        "path_clk_slew_ns": 0.07,
        "cts_tree": "built",
        "holdBufCountCts": 0,
    },
    "finish": {
        "fill_cells": 8016,
        "syn_to_final_growth_pct": 12.2,
        "fin_area_mm2": 0.0268,
        "lay_top_cells": "inv_1, fa_1, nand2_1, and2_1, ha_1",
        "mostFrequentLayoutCell": "inv_1",
        "utilization": 0.340,
        "fin_cells": 3563,
        "layout-drive-gt1-share": 0.0450,
    },
    "drt": {
        "drcViolationCount": 0,
        "drt_wl_total_mm": 59.3,
        "drt-pass1-iter-count": 5,
        "wl_per_cell_um": 16.7,
        "vias": 16000,
        "post_drt_via_cell_ratio": 4.49,
        "drtIter0Drc": 537,
        "postRouteAntennaNets": 0,
    },
    "die": {
        "die_y_um": 284,
        "boundaryPins": 101,
        "rows": 103,
        "core-area_mm2": 0.0789,
        "die_w_um": 284,
        "fp_util": 0.303,
        "die-area_mm2": 0.0808,
    },
    "run": {
        "maxCapViolCount": 0,
        "warnings": 28,
    },
    "status": {
        "status": "complete, no violations",
    },
    "worst_hold_path": {
        "min_path_cells": 2,
        "hold_path_startpoint": "Fproduct[46]",
        "min_to": "Fproduct[45]",
        "hp-class": "reg -> reg",
    },
}
==> synthesized netlist by cell type, types with 3 or more instances <==
master	instances	area, um2
o21a_1	12	90.1
nor3_1	4	20.0
a21o_1	13	97.6
a22o_1	3	26.3
or2_2	5	31.3
fa_1	482	9650
xnor2_1	44	385
nor2_1	62	233
o211ai_1	4	30.0
nand2_1	311	1170
o22ai_1	8	50.1
and2_1	237	1480
o21bai_1	11	82.6
or3_1	5	31.3
a21oi_2	3	26.3
edfxtp_1	139	4170
and2_2	6	45.0
a31oi_1	3	18.8
nor2b_1	3	18.8
and3_1	30	188
a21oi_1	46	230
clkbuf_1	106	398
a211oi_1	3	22.5
nand3_1	14	70.1
ha_1	183	2290
xor2_1	20	175
nand4_1	5	31.3
buf_1	3	11.3
o21ai_0	29	145
o21ai_1	7	35.0
inv_1	594	2230
==> metal layers <==
layer  wire length, um  up-vias  global-route usage
met5                 0        -                   0
met2             29900      498               0.267
li1                  -     7413                   -
met1             22800     8035               0.212
met3              5340       69              0.0622
met4              1320        0              0.0288
==> sequential cells by signal (all words and copies together), names as in the netlist, 3 cells and up <==
| name | flops |
|---|---|
| Emcand | 10 |
| Emplier | 10 |
| Etotal | 10 |
| FPproduct | 32 |
| Fmcand | 23 |
| Fmplier | 23 |
| Fproduct | 25 |
| State | 3 |
==> layout make-up <==
| type | count | area, um2 | share of cell area |
|---|---|---|---|
| tap | 1050 | 1310 | 0.0490 |
| antenna | 1 | 2.50 | 0.0000933 |
| clock buffer | 17 | 425 | 0.0159 |
| clock inverter | 15 | 194 | 0.00723 |
| timing repair buffer | 151 | 1380 | 0.0516 |
| sequential | 139 | 4170 | 0.156 |
| inverter | 596 | 2240 | 0.0835 |
| multi-input combinational | 1594 | 17100 | 0.637 |
==> worst max-delay path by stage <==
stage | start | end | slack, ns
after global routing | Fmplier[8] | Fproduct[46] | 6.63
final | Fmplier[8] | Fproduct[47] | 7.08
after CTS | Fmplier[8] | Fproduct[46] | 7.05
==> worst reg2reg max path: cells and delay by family (launching register included) <==
family                   cells  cell delay [ns]
AND/OR/NAND/NOR              4             0.66
adder cells (fa/ha/maj)      8             3.76
buffers and inverters        8             1.04
AND-OR/OR-AND                6             1.37
flip-flops                   1             0.32
XOR/XNOR                     1             0.13
==> logic make-up after synthesis <==
kind of cell	after synthesis	synth area share
fa+ha+maj	665	0.499
xor+xnor	64	0.0234
flops	139	0.175
compound gates	170	0.0485
simple gates	695	0.143
buf+inv	705	0.111
==> metrics by stage <==
step | hold slack (ns)
2_1_floorplan | 0.496
3_3_place_gp | 0.513
3_5_place_dp | 0.525
4_1_cts | 0.541
5_1_grt | 0.560
6_report | 0.531
